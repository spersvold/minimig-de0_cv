**constraint.sdc**
```tcl
current_design denise_colortable_ram_mf

set clk_period 39.7
set clk_io_pct 0.2

create_clock -name clk0 -period $clk_period [get_ports {clock}]

set non_clock_inputs [all_inputs -no_clocks]
set_input_delay [expr $clk_period * $clk_io_pct] -clock clk0 $non_clock_inputs
set_output_delay [expr $clk_period * $clk_io_pct] -clock clk0 [all_outputs]
```
**design.v**
```verilog
module denise_colortable_ram_mf
  (
   input              clock,
   input              enable,
   input              wren,
   input  wire [ 3:0] byteena_a,
   input  wire [ 7:0] rdaddress,
   input  wire [ 7:0] wraddress,
   input  wire [31:0] data,
   output reg  [31:0] q
   );
   reg [31:0]      mem[0:255];
   always @(posedge clock) begin
      if (enable) begin
         if (wren & byteena_a[0]) mem[wraddress][ 7: 0] <= data[ 7: 0];
         if (wren & byteena_a[1]) mem[wraddress][15: 8] <= data[15: 8];
         if (wren & byteena_a[2]) mem[wraddress][23:16] <= data[23:16];
         if (wren & byteena_a[2]) mem[wraddress][31:24] <= data[31:24];
         q <= mem[rdaddress];
      end
   end
endmodule  
```
**config.mk**
```make
export PLATFORM = sky130hd
export DESIGN_NAME = denise_colortable_ram_mf
export DESIGN_NICKNAME = denise_colortable_ram_mf
export VERILOG_FILES = /design/flow/design.v
export SDC_FILE = /design/flow/constraint.sdc
export NUM_CORES = 4
export LEC_CHECK = 1
export CORE_UTILIZATION = 30
export SYNTH_MEMORY_MAX_BITS = 65536
```
**run.sh**
```bash
#!/bin/bash
# OpenROAD 26Q1-2900-gdf79404cd8, Yosys 0.63+post, stock flow scripts
make -C /OpenROAD-flow-scripts/flow DESIGN_CONFIG=/design/flow/config.mk WORK_HOME=/design/flow/orfs finish
```
==> impl_metrics.toml <==
# implementation run metrics
[pwr]
total_power_mw = 17.8
ir_drop_uv = 55.6
power_density_mw_per_mm2 = 49.0
leakagePower_nw = 113

[logic_synthesis]
logic_family = "multiplexers"
synthArstFlopShare_pct = 0
largest_area_cell = "edfxtp_1"
synthDistinctLibCells = 55
yosys_warnings = 1
synth.cellmix.adderShare_pct = 0
syn_inst = 15300
yosys_area_sq_mm = 0.316
most_common_cell = "edfxtp_1"
synth.avg_cell_area_sq_um = 20.6
syn_area_sq_mm = 0.316
numSynthFlops = 8224
ys_cells = 15300
aoi_share_pct = 3.43
synthFlopType = "edfxtp_1"
synthTopCellsByCount = "edfxtp_1, mux4_2, mux2i_1, nor2_1, o22ai_1"
synthTopCellsByArea = "edfxtp_1, mux4_2, mux2i_1"
xor_share_pct = 0
postSynthSeqShare_pct = 78.0
simple_gate_area_share_pct = 2.64
top_cell_area_share_pct = 78.0
mux_share_pct = 14.3
edf_count = 8224

[global_routing]
grt_pass1_wl_um = 1300000
track_usage_pct = 18.6
antenna_found_initial = 83
grt_pass1_vias = 170000
grt_max_degree = 129
grt_overflow = 0

[drt]
firstDrtPassIters = 7
wl_per_cell_um = 30.0
wl_met1_um = 278000
dr_wl_met3_um = 174000
drt-total-wl_um = 929000
ant_nets = 0
top_layer = "met5"
route.met2.wl_um = 424000
via_per_inst = 5.11
vias = 158000
drt-initial-drc-count = 11500
drc = 0

[timing]
fmax_ghz = 0.0664
rsz0062_at_grt = "no"
worst_slew_pin_slew_ns = 1.24
setup_tns_ns = 0
setup_viol = 0
period_needed_ns = 15.06
finalClockPeriodUsage_pct = 37.9
fin_skew_ns = 0.0752
slew_violations = 0
final-hold-violation-count = 0
relSlewSlack_pct = 17.2

[cells_and_area]
register_area_sq_mm = 0.247
mi_logic_area_sq_mm = 0.0651
areaGrowthSynthToFinish_pct = 14.8
final_util_pct = 34.6
fin_cells = 30900
post-route-cell-area_sq_mm = 0.363
drive_gt1_share_pct = 22.1
fillers = 95500

[clock_network]
cts.reportedPaths.clkPinSlew_ns = 0.06
clock-root-buffer = "clkbuf_16"
cts_sinks = 8224
insertion_delay_ns = 1.16
post_cts_buffers = 0
cts.path.max_buffers = 4
ctsHoldBuffers = 0
htree_num_levels = 6
cts_tree = "done"
post_cts_resize_count = 0
cts_buffers = 819

[floorplanning]
fp.coreArea_sq_mm = 1.05
core_util_floorplan_pct = 30.1
die_y_um = 1030
ios = 87
dieArea_sq_mm = 1.06
fp-row-count = 376
die_x_um = 1030

[worst_setup_path]
cp-end-kind = "flop"
arrival_ns = 15.92
setup.worst_path.class = "in -> reg"
crit_fanout = 65
start_kind = "input port"
required_ns = 40.56

[run]
warnings = 36
cap_viol_max_count = 0

[placed_design]
dpl.hpwl_um = 595000
gp_congestion = 0.936
place_inst = 29300
port_buffers = 85
place_area_sq_mm = 0.338

[run_status]
status = "finished, final reports clean"

[hold_path]
holdCritPathClass = "reg -> reg"
-- final timing paths --
path | start | endpoint | slack (ns) | cells after the start
max | rdaddress[0] | q[12] | 24.64 | 14
min | mem[2][10] | q[10] | 1.13 | 6
max reg2reg | mem[210][29] | q[29] | 35.79 | 7
min reg2reg | mem[2][10] | q[10] | 1.13 | 6
-- final cells by class --
| cell class | count | area share (%) |
|---|---|---|
| clock buffers | 1032 | 5.91 |
| well taps | 14000 | 4.82 |
| flip-flops and latches | 8224 | 68.0 |
| inverters | 6 | 0.0103 |
| multi-input cells | 6132 | 17.9 |
| repair buffers | 991 | 2.21 |
| clock inverters | 457 | 1.09 |
| diodes | 110 | 0.0758 |
-- registers in the layout (all words and copies together), names as in the netlist --
signal  cells
q          32
mem      8192
-- routing by layer --
layer	global-route usage, %	vias up
li1	-	66000
met1	18.9	80600
met2	27.1	9714
met3	15.7	1764
met4	7.89	98
met5	2.12	-
-- per-stage QoR --
stage          setup slack, ns  hold slack (ns)
6_report                 24.64             1.13
3_5_place_dp             23.29             1.13
3_3_place_gp             23.32             1.09
2_1_floorplan            29.38            0.874
5_1_grt                  24.19             1.20
4_1_cts                  24.53             1.13
-- placed cells by master, fill, tap and decap left out, types with 43 or more instances in the layout --
| cell type | instances |
|---|---|
| a211oi_1 | 84 |
| nand4_1 | 76 |
| buf_4 | 891 |
| mux2_2 | 64 |
| clkbuf_1 | 204 |
| o22ai_1 | 497 |
| diode_2 | 110 |
| clkinv_2 | 143 |
| mux2i_1 | 1150 |
| nor2_2 | 47 |
| clkdlybuf4s50_1 | 46 |
| a21oi_1 | 223 |
| a221oi_1 | 138 |
| clkinv_1 | 207 |
| mux4_2 | 1464 |
| nor3_1 | 244 |
| o21ai_0 | 169 |
| nand2_2 | 51 |
| a22o_1 | 43 |
| edfxtp_1 | 8224 |
| o221ai_1 | 136 |
| clkbuf_16 | 828 |
| nor4_1 | 170 |
| nor2_1 | 958 |
| a22oi_1 | 142 |
| nand2_1 | 148 |
-- critical path, cell delays in order --
cell      delay (ns)
buf_16          0.33
buf_4           0.65
buf_4           0.58
buf_4           0.67
buf_4           0.68
buf_4           0.52
buf_4           0.66
buf_4           0.70
buf_4           0.67
mux4_2          0.59
o221ai_1        0.47
nand4_1         0.39
nor4_1          0.56
nor4b_1         0.15
-- report_power, final --
part           total [mW]  internal, mW  switching [mW]  leakage (nW)
clock                7.36          4.11            3.25          12.4
sequential           9.57          9.56          0.0108          73.9
combinational       0.863         0.263           0.600          26.3
total                17.8          13.9            3.86           113
-- cell families (layout without fill, tap and decap cells) --
family	count (synthesis)	count (layout)
buffers and inverters	980	2486
other	0	110
and+or+nand+nor	1867	1867
AOI/OAI and AO/OA	1587	1587
muxes	2678	2678
DFF	8224	8224
Power and IR drop assume default switching activity.
