--- design/flow/run.sh ---
#!/bin/bash
# OpenROAD 26Q1-2900-gdf79404cd8, Yosys 0.63+post, stock flow scripts
make -C /OpenROAD-flow-scripts/flow DESIGN_CONFIG=/design/flow/config.mk WORK_HOME=/design/flow/orfs finish
--- design/flow/config.mk ---
export PLATFORM = sky130hd
export DESIGN_NAME = dpram_inf_256x32
export DESIGN_NICKNAME = dpram_inf_256x32
export VERILOG_FILES = /design/flow/design.v
export SDC_FILE = /design/flow/constraint.sdc
export NUM_CORES = 4
export LEC_CHECK = 1
export CORE_UTILIZATION = 50
export SYNTH_MEMORY_MAX_BITS = 65536
--- design/flow/constraint.sdc ---
current_design dpram_inf_256x32

set clk_period 67.4
set clk_io_pct 0.2

create_clock -name clk0 -period $clk_period [get_ports {clock}]

set non_clock_inputs [all_inputs -no_clocks]
set_input_delay [expr $clk_period * $clk_io_pct] -clock clk0 $non_clock_inputs
set_output_delay [expr $clk_period * $clk_io_pct] -clock clk0 [all_outputs]
--- design/flow/design.v ---
module dpram_inf_256x32 (
  input  wire           clock,
  input  wire           wren_a,
  input  wire [  8-1:0] address_a,
  input  wire [ 32-1:0] data_a,
  output reg  [ 32-1:0] q_a,
  input  wire           wren_b,
  input  wire [  8-1:0] address_b,
  input  wire [ 32-1:0] data_b,
  output reg  [ 32-1:0] q_b
);
reg [32-1:0] mem [0:256-1];
always @ (posedge clock) begin
  if (wren_a) mem[address_a] <= #1 data_a;
  q_a <= #1 mem[address_a];
end
always @ (posedge clock) begin
  if (wren_b) mem[address_b] <= #1 data_b;
  q_b <= #1 mem[address_b];
end
endmodule
==> run_results.csv <==
group,metric,value,unit
synth,aoi_share,5.10,%
min_path,worst_hold_path_type,"reg -> reg",
flow_run,max-cap-violations,16,
power,pwr_density_cell,23.0,nW/um^2
min_path,min_path_cells,5,
timing,min_period,20230,ps
timing,setup_tns,0,ps
cts,cts_tree,"yes",
grt,track_usage,47.6,%
worst_setup_path,arrival,21240,ps
cts,cts_max_level,6,
timing,hold_viol_final,0,
timing,worstMarginPinSlew,1740,ps
layout,layout-drive-gt1-share,57.4,%
synth,netlist_logic_family_top,"multiplexers",
floorplanning,die_width,977,microns
layout,register_area,247000,sq um
synth,area_leaders,"edfxtp_1 52%, mux4_2 19%, mux2_2 19%",
worst_setup_path,path_buffers,11,
run_status,status,"finished with violations",
worst_setup_path,worstPathMaxFanout,73,
worst_setup_path,crit-reg2reg-launch,"mem[211][8]",
grt,grt_pass1_wl,2760,mm
worst_setup_path,rr_worst_depth,6,
timing,fin_skew,102,ps
run_status,failed_checks,"capacitance limit, slew limit",
layout,fillers,72100,
cts,insertion_delay,1200,ps
floorplanning,die_y,977,microns
timing,rsz0062_at_grt,"no",
worst_setup_path,r2r-end,"q_a[8]",
worst_setup_path,cp_top_family,"buffers and inverters",
synth,ys_sh_simple,0.433,%
routing,vias,304000,
timing,finalClockPeriodUsage,30.0,%
synth,yosysTopAreaCellShare,51.7,%
place,dpl.hpwl,1300,mm
synth,yosysWarningCount,1,
synth,yosys_area,476000,sq um
routing,drc,0,
power,irDropWorstVdd,0.0263,mV
routing,first_pass_iters,8,
worst_setup_path,path_class,"in -> reg",
cts,post_cts_resize_count,0,
floorplanning,coreArea,947000,sq um
power,leakagePower,165,nW
synth,synthMuxAreaShare,38.8,%
cts,cts_made_buffers,932,
floorplanning,dieArea,955000,sq um
place,io_buffers,146,
cts,cts_setup_buffers,0,
worst_setup_path,startpoint_type,"input pin",
layout,final-comb-area,219000,sq um
routing,drt-initial-drc-count,23600,
synth,ys_sh_adder,0,%
timing,max_freq,49.4,MHz
min_path,hold_start,"mem[150][18]",
worst_setup_path,worst_setup_path_end_kind,"flip-flop",
power,power,12.2,mW
routing,wl_per_cell,49.8,microns
synth,ys.flops,8256,
worst_setup_path,required,68410,ps
cts,clkTransAtPathRegs,60,ps
routing,ant_nets,0,
routing,wirelength,2060,mm
place,gp_congestion,1.02,
synth,xor_share,0,%
routing,vias_per_cell,7.34,
min_path,min_to,"q_a[18]",
worst_setup_path,slowest_delay,1160,ps
synth,edf_count,8192,
worst_setup_path,crit_path_frequent_cell,"buf_4",
worst_setup_path,cpMaxStageDelayCell,"o41ai_2",
worst_setup_path,r2r_setup_slack,63390,ps
cts,cts_buffer_depth,5,
timing,drv_slew,66,
layout,syn_to_final_growth,11.4,%
synth,syn_area,476000,sq um
worst_setup_path,path_cells,"buf_16 > buf_4 > buf_4 > buf_4 > buf_12 > buf_4 > buf_4 > buf_4 > buf_12 > mux4_2 > a22oi_1 > a21oi_1 > buf_4 > o41ai_2 > buf_4 > nand4_1",
cts,root_buffer,"clkbuf_16",
synth,async_flop_share,0,%
synth,ys_cells,28800,
synth,ys_seq_share,52.0,%
floorplanning,ioPinCount,147,
synth,ys_types,30,
cts,cts_hold_buffers,0,
grt,overflow,0,
synth,synth-main-ff-cell,"edfxtp_1",
synth,yosysTopAreaCell,"edfxtp_1",
floorplanning,rows,357,
cts,cts.sinks,8256,
flow_run,warning_count,28,
grt,grt_max_degree,83,
grt,antenna_found_initial,180,
synth,syn_inst,28800,
timing,setup_viol,0,
synth,syn-mean-instance-area,16.5,sq um
floorplanning,initial_utilization,50.2,%
grt,grt_pass1_vias,320000,
timing,max-slew-margin-rel,-15.7,%
==> cell usage in the layout, fill, tap and decap left out, types with 5 or more instances in the layout <==
master / Yosys / routed
edfxtp_1: 8192 / 8192
mux2_2: 7995 / 7995
mux4_2: 4096 / 4096
a22oi_1: 2048 / 2048
buf_4: 76 / 2048
a21oi_1: 1024 / 1004
clkbuf_16: 0 / 944
clkbuf_1: 2806 / 276
diode_2: 0 / 263
nor2_4: 3 / 206
mux2_1: 197 / 197
o41ai_2: 0 / 197
o22ai_4: 0 / 196
clkinv_1: 0 / 195
clkinv_2: 0 / 155
nand2_2: 0 / 87
buf_8: 0 / 79
clkdlybuf4s50_1: 0 / 76
nand4_1: 64 / 64
dfxtp_1: 64 / 64
o21ai_4: 0 / 60
o41ai_4: 0 / 58
bufinv_16: 0 / 52
buf_12: 0 / 36
clkbuf_8: 0 / 33
nand2_4: 0 / 30
a21oi_2: 0 / 20
nor2_1: 215 / 17
clkinv_8: 0 / 15
nand2_1: 129 / 12
clkinvlp_4: 0 / 11
buf_6: 9 / 10
nand2b_1: 12 / 8
nor2b_4: 0 / 8
nand3_1: 7 / 7
inv_6: 0 / 7
clkinv_16: 0 / 7
inv_16: 0 / 5
==> metrics by stage <==
step	cells	util (%)	hold WS [ps]	instance area, sq um	worst slack (ps)
global route	41300	55.9	1140	529000	47270
floorplan	28800	-	840	476000	49650
global placement	39400	52.8	1110	500000	45600
finish	41400	56.0	1110	530000	47170
detailed placement	39400	52.8	1080	500000	46210
CTS	41100	55.9	1120	529000	47440
==> layout make-up <==
class / instances / area share (%)
inverters: 1 / 0.000709
flip-flops and latches: 8256 / 46.7
diodes: 263 / 0.124
well taps: 12600 / 2.97
repair buffers: 2256 / 3.45
multi-input cells: 16300 / 41.3
clock inverters: 447 / 0.711
clock buffers: 1253 / 4.74
==> sequential cells by signal, summed over array words and instances, names as in the netlist <==
register,cells
mem,8192
q_a,32
q_b,32
==> metal layers <==
metal  up-vias  wire length [microns]  track usage, %
li1     118000                      -               -
met1    155000                 577000            52.4
met2     24600                 856000            60.5
met3      5605                 419000            40.1
met4       258                 194000            31.9
met5         -                  13200            11.8
==> worst max path at each step <==
stage / from / end / cells past startpoint
6_report: address_b[1] / q_b[9] / 16
4_1_cts: address_a[1] / q_a[16] / 15
5_1_grt: address_b[1] / q_b[20] / 17
==> tightest hold or removal path, delay by kind of cell, from the launching register on <==
kind            cells  cell delay (ps)
flops               1              340
mux                 1              230
simple gates        1               90
compound gates      3              420
==> cells by family (layout without fill, tap and decap cells) <==
logic type	Yosys count	count (layout)
compound gates	3584	3584
buf+inv	4186	3957
flops	8256	8256
mux	12300	12300
other cells	0	263
simple gates	466	466
==> Yosys cell counts, types with 2 or more instances <==
| cell type | instances |
|---|---|
| mux2_2 | 7995 |
| nand2b_1 | 12 |
| nor3_1 | 4 |
| nor2_2 | 5 |
| o41ai_1 | 256 |
| nor2_4 | 3 |
| a21oi_1 | 1024 |
| dfxtp_1 | 64 |
| and2_1 | 6 |
| nand4_1 | 64 |
| a22oi_1 | 2048 |
| clkbuf_1 | 2806 |
| o21ai_0 | 60 |
| nor2b_1 | 12 |
| buf_2 | 1083 |
| mux2_1 | 197 |
| buf_4 | 76 |
| edfxtp_1 | 8192 |
| nand2_1 | 129 |
| buf_1 | 211 |
| or2_2 | 5 |
| nor2_1 | 215 |
| o22ai_1 | 196 |
| buf_6 | 9 |
| nand3_1 | 7 |
| mux4_2 | 4096 |
| and3_1 | 2 |
==> power breakdown <==
| part | internal [mW] | switching, mW | leakage [nW] |
|---|---|---|---|
| clock network | 2.80 | 2.20 | 14.1 |
| logic | 0.542 | 0.909 | 76.4 |
| registers | 5.67 | 0.0380 | 74.2 |
Power figures rest on the tool's default switching activity, not on a simulated workload.
